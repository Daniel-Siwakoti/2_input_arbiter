--- ./design.v ---
module arbitar (
clock      ,  
reset      ,  
req_0      ,  
req_1      ,  
gnt_0      ,  
gnt_1       
);
input   clock,reset,req_0,req_1;
output  gnt_0,gnt_1;
wire    clock,reset,req_0,req_1;
reg     gnt_0,gnt_1;
parameter SIZE = 3           ;
parameter IDLE  = 3'b001,GNT0 = 3'b010,GNT1 = 3'b100 ; 
reg   [SIZE-1:0]          present_state        ; 
reg   [SIZE-1:0]          next_state   ; 
  always @ (present_state or req_0 or req_1) 
begin : FSM_COMBO
 next_state = IDLE;
 case(present_state) 
   IDLE : if (req_0 == 1'b1) begin  
                next_state = GNT0;
              end else if (req_1 == 1'b1) begin
                next_state= GNT1;
              end else begin
                next_state = IDLE; 
              end
   GNT0 : if (req_0 == 1'b1) begin 
                next_state = GNT0;
              end else begin
                next_state = IDLE;
              end
   GNT1 : if (req_1 == 1'b1) begin 
                next_state = GNT1;
              end else begin
                next_state = IDLE;
              end
   default : next_state = IDLE;
  endcase
end
always @ (posedge clock) 
begin : FSM_SEQ
  if (reset == 1'b1) begin
    present_state <= #1 IDLE;
  end else begin
    present_state <= #1 next_state;
  end
end
always @ (posedge clock) 
begin : OUTPUT_LOGIC
if (reset == 1'b1) begin 
  gnt_0 <= #1 1'b0; 
  gnt_1 <= #1 1'b0;
end
else begin
  case(present_state) 
    IDLE : begin
                  gnt_0 <= #1 1'b0;
                  gnt_1 <= #1 1'b0;
               end
   GNT0 : begin
                   gnt_0 <= #1 1'b1;
                   gnt_1 <= #1 1'b0;
                end
   GNT1 : begin
                   gnt_0 <= #1 1'b0;
                   gnt_1 <= #1 1'b1;
                end
   default : begin
                    gnt_0 <= #1 1'b0;
                    gnt_1 <= #1 1'b0;
                  end
  endcase
end
end  
endmodule  
--- ./run.sh ---
#!/bin/bash
# OpenROAD 26Q1-2900-gdf79404cd8, Yosys 0.63+post, stock flow scripts
make -C /OpenROAD-flow-scripts/flow DESIGN_CONFIG=/design/flow/config.mk WORK_HOME=/design/flow/orfs finish
--- ./config.mk ---
export PLATFORM = sky130hd
export DESIGN_NAME = arbitar
export DESIGN_NICKNAME = arbitar
export VERILOG_FILES = /design/flow/design.v
export SDC_FILE = /design/flow/constraint.sdc
export NUM_CORES = 4
export LEC_CHECK = 1
export CORE_AREA = 10 10 70 70
export DIE_AREA = 0 0 80 80
--- ./constraint.sdc ---
current_design arbitar

set clk_period 1.0
set clk_io_pct 0.2

create_clock -name clk0 -period $clk_period [get_ports {clock}]

set non_clock_inputs [all_inputs -no_clocks]
set_input_delay [expr $clk_period * $clk_io_pct] -clock clk0 $non_clock_inputs
set_output_delay [expr $clk_period * $clk_io_pct] -clock clk0 [all_outputs]
==> Changelog: implementation <==
### Changed

- Cell with the largest stage delay on the worst path: dfxtp_1
- First-pass GRT wire length: 579 µm
- Most instantiated logic cells after routing: dfxtp_1 (5), nor2_1 (3), clkbuf_4 (3), clkdlybuf4s50_1 (3), dlygate4sd2_1 (2)
- Area used by sequential logic in the layout: 100 µm²
- Total setup violations reported at the end of the flow: 0
- Fill cell count: 401
- IO Port Bufs: 5
- Synthesized area: 176 µm²
- Startpoint class of the critical path: flop
- CTS root buf: clkbuf_4
- Final hold vios: 0
- Crit path capture: gnt_1
- Die span in x: 80 µm
- Clock transition at the registers of the reported paths: 0.04 ns
- # rows: 21
- Vias in the first global route: 147
- Critical path capture point type: output pin
- WP buf/inv: 1
- Chip area in the Yosys report: 176 µm²
- Area leader, netlist: dfxtp_1
- Syn Inst Count: 16
- Number of ports placed on the die boundary: 6
- Number of max-cap violations: 0
- Hpwl dp: 257 µm
- Final core utilization: 9.23%
- Sequential area share after synthesis: 56.7%
- Post-route DRC: 0
- Iteration tally of the first detailed-router pass: 3
- Static Leak: 0.122 nW
- Kind of path behind the tightest hold check: flop to flop
- Critical R2R Launch: present_state[2]
- Fraction of synthesized cell area taken by the top area cell type: 56.7%
- Detail-routed net length per standard cell: 4.72 µm
- Final estimated routing congestion in global placement: 0.638
- DIE HEIGHT: 80 µm
- RSZ-0062 raised after global routing: false
- Minimum hold slack: 0.462 ns
- Status: finished clean
- Total negative slack for setup checks: 0 ns
- RR Endpoint: present_state[0]
- Number of warning messages in the logs: 25
- Most instantiated logic cell after routing: dfxtp_1
- Number of warnings issued by yosys: 1
- Arrival time of the worst setup path: 0.75 ns
- Final slew viol count: 0
- Power density normalized to cell area: 1560 nW/µm²
- CP Depth: 1
- Tally of nets with antenna violations remaining after routing: 0
- Worst Reg-to-Reg Cells: 2
- Routed via count divided by cell count: 1.92
- Area contributors post-synth: dfxtp_1 (57%), a2bb2oi_2 (8.5%), nand2b_4 (7.8%)
- Top fanout value on the critical path: 1
- Number of antenna diodes: 0
- TritonCTS Sinks: 5
- Critical Path Source: gnt_1
- Drt total wl: 340 µm
- Count of unique library cells instantiated by Yosys: 10
- Worst Clk Skew: 0.000503 ns
- R2R setup slack: 0.31 ns
- Number of DRC violations after detailed-routing iteration 0: 1
- Combinational cell area excluding buffers and inverters: 72.6 µm²
- Die Area: 6400 µm²
- Highest clock frequency the design can meet: 1050 MHz
- Clk latency late pin: 0.24 ns
- Synthesis-stage register bit count: 5
- Share of the core filled by cells before placement: 5.16%
- Family with the most delay on the worst path: flip-flops
- Post-layout period usage: 94.9%
- Final worst path period need: 0.949 ns
- Worst slew pin tran: 0.169 ns
- Post-cts hold buffer count: 0
- H-Tree Depth: 1
- Maximum single-stage delay on the critical path: 0.28 ns
- Mean post-synth cell area: 11.0 µm²
- CTS max path bufs: 2
- Placeable core region: 3420 µm²
- Max transition margin: 88.7%
- Crit path kind: flop to output pin
- Number of buffers added by the clock tree synthesis step: 3
- All-layer global routing usage: 1.09%
- Residual overflow from global routing: 0
- Via count of the routed design: 138
- Signed area change from the synthesized netlist to the final layout: 78.7%
- Largest net degree at the start of global routing: 6
- Endpoint required time on the critical path: 0.80 ns
- TritonCTS clock tree: built
- Count of instantiated cells in the yosys netlist: 16
- CP cell instances: dlygate4sd2_1
- Overall power: 490 µW
- Share of post-route cells with drive strength above 1: 23.1%
- Max rail drop VDD: 0.168 mV
- Antenna violations before repair: 0
[metal layers]
layer  vias to the layer above  track usage (%)  wire, µm
met3                         0            0.682        41
li1                         70                -         -
met5                         -                0         0
met4                         0            0.880         0
met1                        62             1.27       162
met2                         6             1.36       136
[registers in the layout, indices dropped and copies added, names as in the netlist]
name           cells
gnt_0              1
gnt_1              1
present_state      3
[area by class of cell]
class	instances	area share [%]
inverter	1	1.19
clock buffer	4	8.33
multi-input combinational	10	23.0
timing repair buffer	6	17.5
sequential	5	31.7
tap	46	18.3
[repair_timing]
item                                    in CTS  in global routing
endpoints found under the setup margin       2                  0
endpoints found under the hold margin        0                  0
resized                                      2                  0
buffers inserted                             0                  0
[Yosys cell counts (all sizes together)]
| library cell | number |
|---|---|
| dfxtp | 5 |
| nor2 | 3 |
| nand2b | 2 |
| a21oi | 1 |
| a2bb2oi | 1 |
| and2b | 1 |
| inv | 1 |
| nor2b | 1 |
| nor3b | 1 |
[how the worst min path moves through the flow]
stage	startpoint	end	slack [ns]	depth (start not counted)
4_1_cts	present_state[1]	gnt_1	0.46	2
6_report	present_state[1]	gnt_1	0.46	2
5_1_grt	present_state[1]	gnt_1	0.47	2
[kinds of logic (layout without fill, tap and decap cells)]
kind of cell | count (synthesis) | after routing | synth area share [%]
buf+inv | 1 | 11 | 2.13
compound gates | 2 | 2 | 11.3
simple gates | 8 | 8 | 29.8
flops | 5 | 5 | 56.7
[stage by stage]
| stage | cell area [µm²] | setup WS [ns] | cells |
|---|---|---|---|
| 5_1_grt | 315 | 0.00410 | 72 |
| 3_5_place_dp | 292 | -0.121 | 68 |
| 3_3_place_gp | 292 | -0.112 | 68 |
| 4_1_cts | 315 | 0.0337 | 72 |
| 6_report | 315 | 0.0514 | 72 |
| 2_1_floorplan | 176 | 0.355 | 16 |
[power by group]
group          internal, mW  leakage [nW]  switching, mW
sequential            0.211        0.0411        0.00463
clock                 0.151        0.0150         0.0789
combinational        0.0299        0.0654         0.0155
total                 0.391         0.122         0.0990
No activity file was given, so power comes from the tool's default toggle rates.
